==> ./design.v <==
module m_counter #(
parameter N_BITS=4
)(
    input 				    clk,
    input 				    rst_n,
    input				    inc,
    input                   dec,
    output  [N_BITS-1:0]    cnt
);
wire	[N_BITS-1:0]	counter;
wire	[N_BITS-1:0]	data_inc;
wire	[N_BITS-1:0]	data_dec;
reg		[N_BITS-1:0]	next_count;
wire 					enable;
assign data_inc = counter + 1;
assign data_dec = counter - 1;
always @(*) begin
if (!rst_n) next_count = counter;
else if (inc) next_count = data_inc;
else if (dec) next_count = data_dec;
end
assign enable = (inc | dec);
m_ff #(.RST_N_EN(1'b1),
       .WIDTH(N_BITS),
       .RESET_VAL(0)
) cnt_out (.clk(clk),
          .rst_n(rst_n),
          .enable(enable),
          .data_in(next_count),
          .data_out(counter)
);
assign cnt = counter;
endmodule
module m_ff #(
    parameter RST_N_EN=1,
    parameter WIDTH=4,
    parameter RESET_VAL=0) 
(
    input                   clk,
    input                   rst_n,
    input                   enable,
    input      [WIDTH-1:0]  data_in,
    output reg [WIDTH-1:0]  data_out
);
// synopsys translate_off
wire expr = ((enable === 1'bx) | (enable === 1'bz));
m_assert #(.MESSAGE("m_ff enable is x/z")
) m_ff_enable_assert (
    .clk(clk),
    .rst_n(rst_n),
    .expr(expr)
);
// synopsys translate_on
generate
if (RST_N_EN) begin
always @(posedge clk or negedge rst_n)
if (!rst_n) data_out = RESET_VAL;
else if (enable) data_out <= data_in;
end
else begin
always @(posedge clk)
if (enable) data_out <= data_in;
end
endgenerate
endmodule
module m_fifo #(
parameter   WIDTH=4,
parameter   DEPTH=2,
localparam L2_DEPTH_P1 	= $clog2(DEPTH+1),
localparam L2_DEPTH 	= $clog2(DEPTH)
)(
	input 						clk,
	input 						rst_n,
	input 						push_enable,
	input 	[WIDTH-1:0]			push_data,
	input						pop_enable,
	output  [WIDTH-1:0]			pop_data,
    output  [L2_DEPTH_P1-1:0]    item_count,
	output						full_flag,
	output						empty_flag
);
wire    [DEPTH-1:0][WIDTH-1:0]	fifo_mem;
wire    [L2_DEPTH-1:0] 			rd_ptr;
wire    [L2_DEPTH-1:0] 			wr_ptr;
wire    [DEPTH-1:0]	            mem_en;
m_counter #(
	.N_BITS(L2_DEPTH)
) write_counter (
	.clk(clk),
	.rst_n(rst_n),
	.inc(push_enable),
    .dec(1'b0),
	.cnt(wr_ptr));
m_counter #(
	.N_BITS(L2_DEPTH)
) read_counter (
	.clk(clk),
	.rst_n(rst_n),
	.inc(pop_enable),
    .dec(1'b0),
	.cnt(rd_ptr));
m_counter #(
	.N_BITS(L2_DEPTH_P1)
) full_counter (
	.clk(clk),
	.rst_n(rst_n),
	.inc(push_enable),
    .dec(pop_enable),
	.cnt(item_count));
generate
for (genvar i0=0; i0<DEPTH; i0++) begin : i0_fifo
assign mem_en[i0] = push_enable & wr_ptr==i0;
m_ff #(.WIDTH(WIDTH),
	   .RST_N_EN(1'b0)
) mem(
	.clk(clk),
	.rst_n(rst_n),
	.enable(mem_en[i0]),
	.data_in(push_data),
	.data_out(fifo_mem[i0])
);
end
endgenerate
assign pop_data = fifo_mem[rd_ptr];
assign full_flag = (item_count==DEPTH[L2_DEPTH_P1-1:0]);
assign empty_flag = (item_count=={L2_DEPTH_P1{1'b0}});
// synopsys translate_off
wire    pop_on_empty;
wire    push_on_full;
assign pop_on_empty = (empty_flag & pop_enable);
assign push_on_full = (full_flag & push_enable);
m_assert #(.MESSAGE("PUSH ON FULL")
) assert_push_full (
	.clk(clk),
    .rst_n(rst_n),
	.expr(push_on_full));
m_assert #(.MESSAGE("POP ON EMPTY")
) assert_pop_empty (
	.clk(clk),
    .rst_n(rst_n),
	.expr(pop_on_empty));
// synopsys translate_on
endmodule
==> ./run.sh <==
#!/bin/bash
# OpenROAD 26Q1-2900-gdf79404cd8, Yosys 0.63+post, stock flow scripts
make -C /OpenROAD-flow-scripts/flow DESIGN_CONFIG=/design/flow/config.mk WORK_HOME=/design/flow/orfs finish
==> ./config.mk <==
export PLATFORM = sky130hd
export DESIGN_NAME = m_fifo
export DESIGN_NICKNAME = m_fifo
export VERILOG_FILES = /design/flow/design.v
export SDC_FILE = /design/flow/constraint.sdc
export NUM_CORES = 4
export LEC_CHECK = 1
export CORE_AREA = 10 10 77 77
export DIE_AREA = 0 0 87 87
==> ./constraint.sdc <==
current_design m_fifo

set clk_period 1.5
set clk_io_pct 0.2

create_clock -name clk0 -period $clk_period [get_ports {clk}]

set non_clock_inputs [all_inputs -no_clocks]
set_input_delay [expr $clk_period * $clk_io_pct] -clock clk0 $non_clock_inputs
set_output_delay [expr $clk_period * $clk_io_pct] -clock clk0 [all_outputs]
==> flow_metrics.tcl <==
# flow metrics
set metrics [dict create \
    status "finished, final reports clean" \
    area_leaders "edfxtp_1, dfrtp_1, mux2_2, dlxtn_1, xor2_1" \
    synth_area_per_cell_um2 14.9 \
    cp_slowest_stage_delay_ns 0.42 \
    ys.warnings.count 6 \
    nFillCells 453 \
    endpoint_kind "primary output" \
    vdd_ir_drop_max_mv 0.254 \
    die_height_um 87 \
    clockRootBuffer "clkbuf_8" \
    pwr-share-clk_pct 35.2 \
    preCtsSetupSlack_ns -0.0271 \
    hold_violations 0 \
    cp-start-kind "flip-flop" \
    routed_wl_um 1190 \
    grt_max_degree 11 \
    unclocked_regs 4 \
    warnings 26 \
    fp_util_pct 13.7 \
    clock_latency_ns 0.23 \
    dieArea_um2 7570 \
    post-dp-hpwl_um 919 \
    busiest_layer "met2" \
    grt-ovfl-total 0 \
    leakagePower_nw 0.385 \
    seq_power_share_pct 48.3 \
    synthCells 40 \
    final_area_um2 938 \
    antenna_left 0 \
    crit_chain "buf_6 > mux2_4 > buf_6" \
    antennaDiodeCount 0 \
    clk_pin_slew_ns 0.05 \
    crit_slowest_cell "dfrtp_2" \
    use_met1_pct 3.88 \
    setup_viol 0 \
    coreArea_um2 4350 \
    p_int_uw 658 \
    swShare_pct 19.7 \
    antenna_found_initial 0 \
    power_frac_comb_pct 16.5 \
    drive_gt1_share_pct 39.4 \
    pwr_density_cell_nw_per_um2 873 \
    synth.distinct_cells 12 \
    cts_buffer_depth 2 \
    fmax_ghz 0.671 \
    ys_cells 40 \
    synth_area_um2 596 \
    dr.first_iter.drc_count 5 \
    num_rows 24 \
    gp_congestion 0.717 \
    unconstrained_endpoints 4 \
    vias 374 \
    tightest_slew_ns 0.434 \
    top_area_cell "edfxtp_1" \
    grt_usage_pct 3.30 \
    fin_crit_ns 1.49 \
    dp_cells 108 \
    yosys.area.top_type_share_pct 40.3 \
    cts_tree "yes" \
    setup_slack_ns 0.00930 \
    die_w_um 87 \
    first_pass_iters 3 \
    hp-class "in2async" \
    crit_path_max_fanout 3 \
    critPathKind "reg2out" \
    power_uw 819 \
    clock-skew-final_ns 0.00173 \
    period_used_pct 99.4 \
    gr-usage-met2_pct 5.06 \
    grt_pass1_vias 405 \
    grt_use_met3_pct 2.17 \
    cts_max_level 1 \
    crit_required_ns 1.20 \
    io_buffers 15 \
    dpl_cell_area_um2 823 \
    detail_route.wl_per_cell_um 10.1 \
    grt_pass1_wl_um 1930 \
    rsz0062_at_grt "true" \
    cp.arrival_ns 1.19 \
    synth_flops 16 \
    area_growth_syn_to_layout_pct 57.6 \
    cts.hold.buffers_added 0 \
    slew_viol_final 0 \
    power.switching_uw 161 \
    cp_common_cell "buf_6" \
    cts_buffers 3 \
    layout.cells.non_filler 118 \
    ys_area_um2 596 \
    relSlewSlack_pct 71.0 \
    pin_count 16 \
    via_per_inst 3.17 \
    maxCapViolCount 0 \
    drc_errors 0 \
]
## power by group through the flow
stage / Combinational (mW) / Sequential [mW] / Clock [mW]
5_1_grt: 0.148 / 0.398 / 0.323
4_1_cts: 0.129 / 0.396 / 0.296
6_report: 0.135 / 0.396 / 0.288
## layer usage
layer	up-vias	part of all wire [%]	wire, um
met5	-	0	0
met3	2	9.9	117
li1	186	-	-
met1	175	44	516
met2	11	46	542
met4	0	0.67	8
## cell type report
type,instances,area (um2),share of cell area [%]
clock inverter,1,3.75,0.400
multi-input combinational,22,200,21.3
tap,52,65.1,6.93
clock buffer,3,41.3,4.40
timing repair buffer,24,225,24.0
sequential,16,403,42.9
## worst max-delay path, delay by kind of cell (launching register included)
kind                   cells  cell delay (ns)
flip-flops                 1             0.42
buffers and inverters      2             0.24
multiplexers               1             0.30
## cells by family after synthesis
family | synth area share (%)
XOR/XNOR | 7.35
buffers and inverters | 1.68
flip-flops | 57.1
latches | 10.1
multiplexers | 15.1
AND/OR/NAND/NOR | 8.61
## worst paths after layout
path                                           startpoint                               end  slack [ns]  cells past startpoint
max in group asynchronous                           rst_n     read_counter.cnt_out.data_out        0.80                      1
min in group clk0          write_counter.cnt_out.data_out    write_counter.cnt_out.data_out        0.58                      1
max                         read_counter.cnt_out.data_out                       pop_data[1]       0.009                      3
max reg2reg                 read_counter.cnt_out.data_out     read_counter.cnt_out.data_out        0.45                      3
min reg2reg                write_counter.cnt_out.data_out    write_counter.cnt_out.data_out        0.58                      1
min                                                 rst_n  full_counter.cnt_out.data_out[1]        0.37                      1
## cell usage after synthesis
cell / instances
edfxtp_1: 8
mux2_2: 8
dfrtp_1: 4
dlxtn_1: 4
nor2b_1: 3
xor2_1: 3
and2b_1: 2
buf_2: 2
nor2_1: 2
xnor2_1: 2
and2_1: 1
nand2_1: 1
## sequential cells by signal, indices dropped and copies added, names as in the netlist
name                            cells
i0_fifo.mem.data_out                8
read_counter.cnt_out.data_out       1
full_counter.next_count             2
write_counter.cnt_out.data_out      1
read_counter.next_count             1
full_counter.cnt_out.data_out       2
write_counter.next_count            1
## layout by cell type, fill, tap and decap left out
cell / n
mux2_2: 4
clkdlybuf4s50_1: 9
and2b_1: 2
nor2b_1: 3
buf_2: 1
nor2_1: 2
mux2_4: 4
buf_4: 6
xnor2_1: 2
clkbuf_8: 3
and2_1: 1
edfxtp_1: 8
xor2_1: 3
dlxtn_1: 4
dlygate4sd2_1: 2
clkinv_1: 1
dfrtp_1: 2
dfrtp_2: 2
buf_6: 6
nand2_1: 1
## through the flow
step / hold slack [ns] / utilization, % / setup TNS, ns
final: 0.373 / 21.6 / 0
after global routing: 0.380 / 21.6 / -0.0824
after CTS: 0.382 / 21.1 / 0
after detailed placement: 0.568 / 18.9 / -0.0719
after global placement: 0.549 / 18.9 / -0.0168
after floorplan: 0.00441 / - / 0
## timing repair
item	in CTS	in global routing
resized	23	3
pin swaps	1	0
endpoints found under the setup margin	7	4
setup buffers	7	0
Power is estimated from default activity; no workload was simulated.
